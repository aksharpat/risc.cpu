**/design/flow/design.v**
```verilog
`timescale 1ns / 1ps
module register(
    input [31:0] D,  
    input [4:0] DA,  
    input [4:0] BA,  
    input [4:0] AA,  
    input RL,  
    input clk,  
    output [31:0] A, 
    output [31:0] B
    );
    reg [31:0] mem [31:0];  
    assign A = mem[AA];
    assign B = mem[BA]; 
    always @(*)begin 
        if(RL) begin
            mem[DA] <= D;
        end
    end
endmodule
```
**/design/flow/run.sh**
```bash
#!/bin/bash
# OpenROAD 26Q1-2900-gdf79404cd8, Yosys 0.63+post, stock flow scripts
make -C /OpenROAD-flow-scripts/flow DESIGN_CONFIG=/design/flow/config.mk WORK_HOME=/design/flow/orfs finish
```
**/design/flow/config.mk**
```make
export PLATFORM = sky130hd
export DESIGN_NAME = register
export DESIGN_NICKNAME = register
export VERILOG_FILES = /design/flow/design.v
export SDC_FILE = /design/flow/constraint.sdc
export NUM_CORES = 4
export LEC_CHECK = 1
export CORE_UTILIZATION = 50
```
**/design/flow/constraint.sdc**
```tcl
current_design register

set clk_period 7.3
set clk_io_pct 0.2

create_clock -name clk0 -period $clk_period

set non_clock_inputs [all_inputs -no_clocks]
set_input_delay [expr $clk_period * $clk_io_pct] -clock clk0 $non_clock_inputs
set_output_delay [expr $clk_period * $clk_io_pct] -clock clk0 [all_outputs]
```
==> CHANGELOG.md <==
### Metrics

- Post-DR vias/cell: 8.50
- Count of tool warnings: 33
- Fp_density: 50.5%
- Reg with most FFs: mem
- FILL cells: 4959
- Initial antenna violation count: 25
- Status: finished, final reports clean
- Cell mode on critical path: buf_4
- Slowest CP cell: clkdlybuf4s50_1
- Layout cells sized above 1: 11.9%
- Pleak: 14.1 nW
- Final count of pins violating max slew: 0
- Post-Route Setup TNS: 0 ps
- Actual slew at the worst max-slew pin: 1200 ps
- Pint: 771 µW
- Worst Setup Path Type: input port to output pin
- Psw: 849 µW
- Seq cells post-synth: 1024
- CP Data Arrival Time: 5500 ps
- Synth top cell by count: dlxtn_1
- Final hold violations: 0
- Fraction of registers with async set/reset: 0%
- Share of the synthesized area in the top cell type: 52.8%
- Chip width: 244 µm
- Mapped Cells: 3139
- Register pins left without a clock: 1024
- PnR Total Power: 1.62 mW
- Gate Area: 0.0131 mm²
- DRT antenna net count: 0
- Count of library flops with an enable pin: 0
- Port bufs: 112
- Yosys cell count: 3139
- Final WL: 196 mm
- Synthesized cell area: 0.0292 mm²
- Fin crit share: 95.3%
- Sw Ratio: 52.4%
- Top cells by area: dlxtn_1, a22oi_1, nand2_1
- Largest stage delay, worst path: 840 ps
- Largest net degree at the start of global routing: 46
- Slew HR: 20.0%
- Global placement routability congestion: 1.19
- Cell type with the largest total area after synthesis: dlxtn_1
- Pwr Density: 49.3 mW/mm²
- RSZ-0062 raised after global routing: false
- Global route total overflow: 0
- Vias after detailed routing: 34.8k
- Max-Cap Viols: 0
- Post-CTS setup buffer count: 0
- Vias in the first global route: 32.8k
- Drt pass-1 iters: 26
- Number of flip-flops in the largest register: 1024
- Top cells by count: dlxtn_1, a22oi_1, nand2_1, buf_2, nor2_1
- VDD IR max: 52.6 µV
- Core area: 0.0577 mm²
- CP Data Required Time: 5840 ps
- Crit-path cells: clkdlybuf4s50_1 -> buf_4 -> buf_4 -> nand4_1 -> nor2_4 -> buf_4 -> buf_4 -> a221oi_1 -> and3_1 -> a31oi_1 -> clkdlybuf4s50_1
- Wire per inst: 48.0 µm
- Tmin final: 6960 ps
- GRT Total Usage: 67.9%
- IO Count: 113
- First-pass GRT wire length: 263 mm
- HP Class: input port to output pin
- # DRC: 0
- Crit end category: output pin
- Cts hold-fix bufs: 0
- Fmax achieved: 144 MHz
- FF+latch area: 0.0154 mm²
- Area Overhead vs Synth: 12.6%
- # setup viols final: 0
- Syn Area/Cell: 9.29 µm²
- DP Wirelength: 118 mm
- Die area: 0.0593 mm²
- Worst Path Max Fanout: 11
- Unique masters post-synth: 65
- YS chip area: 0.0292 mm²
- Endpoints left unconstrained: 1024
- Synth warn: 2
- Post-CTS sizing: 0
- Die height: 244 µm
- Initial DRC count: 5248
- Main synth FF type: dlxtn_1
- Regs by FF count: mem (1024)
- Type of origin of the critical path: input port
- Row count: 88
==> cell usage in the layout, fill, tap and decap left out, drive strengths merged, types with 16 or more instances in the layout <==
cell	Yosys	final
nand2b	19	19
nor4	16	16
a221oi	58	58
dlxtn	1024	1024
o22a	16	16
o21ai	29	29
diode	0	40
nor3	66	66
buf	167	267
a22o	73	73
a222oi	23	23
mux2	16	16
nor2b	23	23
and3	25	25
a21oi	70	70
nand4	108	108
a22oi	670	670
clkdlybuf4s50	0	103
nand2	194	194
nand3	49	49
mux2i	60	60
a31oi	24	24
nor2	171	171
==> worst paths after layout <==
check / start / end / slack, ps / cells past startpoint
min: BA[2] / B[24] / 4080 / 6
max: AA[3] / A[17] / 340 / 11
==> layout make-up <==
class                   count  area share (%)
repair buffers            370            9.95
well taps                 765            2.92
multi-input cells        1885            39.9
inverters                   6          0.0686
diodes                     40           0.305
flip-flops and latches   1024            46.8
==> per-stage QoR <==
step                hold WS, ps  instances  utilization [%]  cell area (µm²)  setup slack, ps
finish                     4080       4090             56.9            32800              343
global route               4120       4058             56.8            32800              555
CTS                        4070       4050             56.7            32700              732
detailed placement         4060       4050             56.7            32700              737
global placement           4090       4050             56.7            32700              744
floorplan                  3370       3139                -            29200             2850
==> layer usage <==
metal / up-vias / GRT usage (%) / routed length (µm)
met5: - / 17.7 / 992
met4: 37 / 51.4 / 22700
met3: 1779 / 59.8 / 42500
met2: 4670 / 81.1 / 69100
met1: 15847 / 73.5 / 60800
li1: 12420 / - / -
==> cells by family after synthesis <==
logic type | synth area share, %
AND-OR/OR-AND | 27.8
latches | 52.8
AND/OR/NAND/NOR | 12.9
buffers and inverters | 3.81
multiplexers | 2.83
==> worst max-delay path, delay by kind of cell <==
kind | cells | cell delay, ps
buffers and inverters | 6 | 2520
AND-OR/OR-AND | 2 | 320
AND/OR/NAND/NOR | 3 | 1160
Power and IR drop assume default switching activity.
