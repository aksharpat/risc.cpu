==> ./design.v <==
`timescale 1ns / 1ps
module pc(
    input clk,
    input [48:0] literal,  
    input Zflag,  
    output reg [5:0] PC = 0
    );
    reg [3:0] counter = 0; 
    parameter BZ = 5'h10;
    parameter BNZ = 5'h11;
    parameter BRA = 5'h12;
    reg Z_temp = 0;  
    always @(posedge clk) begin
        if(counter < 2 ) begin
            if(counter == 1)begin 
                Z_temp <= Zflag;
            end
            counter <= counter + 1; 
        end else begin
            case (literal[48:44])
                BZ: PC <= Z_temp ? literal[5:0] : PC + 1;
                BNZ: PC <= Z_temp ? PC + 1 : literal[5:0];
                BRA: PC <= literal[5:0];
                default: PC <= PC + 1;
            endcase
            counter <= 0;
        end    
    end
endmodule
==> ./run.sh <==
#!/bin/bash
# OpenROAD 26Q1-2900-gdf79404cd8, Yosys 0.63+post, stock flow scripts
make -C /OpenROAD-flow-scripts/flow DESIGN_CONFIG=/design/flow/config.mk WORK_HOME=/design/flow/orfs finish
==> ./config.mk <==
export PLATFORM = sky130hd
export DESIGN_NAME = pc
export DESIGN_NICKNAME = pc
export VERILOG_FILES = /design/flow/design.v
export SDC_FILE = /design/flow/constraint.sdc
export NUM_CORES = 4
export LEC_CHECK = 1
export CORE_AREA = 10 10 72 72
export DIE_AREA = 0 0 82 82
==> ./constraint.sdc <==
current_design pc

set clk_period 1.8
set clk_io_pct 0.2

create_clock -name clk0 -period $clk_period [get_ports {clk}]

set non_clock_inputs [all_inputs -no_clocks]
set_input_delay [expr $clk_period * $clk_io_pct] -clock clk0 $non_clock_inputs
set_output_delay [expr $clk_period * $clk_io_pct] -clock clk0 [all_outputs]
==> results.cfg <==
; flow metrics
[drt]
wl_per_cell_um = 10.3
via_per_inst = 3.58
first_pass_iters = 4
drt-initial-drc-count = 11
drcViolationCount = 0
finalWirelength_um = 1220
antenna_left = 0
dr_total_vias = 422
diodes = 0

[synthesis]
synth_stat.cells = 50
ys.flops = 11
synth_top_area_share_pct = 38.7
synth-async-reset-ratio_pct = 0
synth.avg_cell_area_um2 = 10.9
ys_dominant_reg_cell = edfxtp_1
syn-instance-count = 50
yosys.stat.seqShare_pct = 53.5
yosys_warnings = 1
ys_types = 20
edf_count = 7
topCellsByArea = edfxtp_1 39%, dfxtp_1 15%, ha_1 6.9%
netlist.top_cell.by_area = edfxtp_1
yosys_area_um2 = 543
netlist_area_um2 = 543

[floorplan]
fp_util_pct = 14.7
core_area_um2 = 3690
ios = 57
die_h_um = 82
placementRows = 22
die_x_um = 82
dieArea_um2 = 6720

[setup_path]
cp_slowest_cell = clkdlybuf4s50_1
slowest_delay_ps = 430
required_ps = 1770
critPathKind = in2reg
cp-start-kind = input port
cpMostUsedCell = a21oi_1
cp.arrival_ps = 1620
endpoint_kind = flip-flop
critPathMaxFanout = 12
crit_chain = clkdlybuf4s50_1 -> o21ai_0 -> nand4_4 -> a21oi_1 -> a21oi_1

[placement]
place_area_um2 = 767
port_buffers = 18
post-place-ws_ps = -116
place_hpwl_um = 1010
place_congestion = 0.728

[layout]
nFillCells = 409
final_cell_area_um2 = 821
layout_top_cell = clkdlybuf4s50_1
area_delta_synth_final_pct = 51.2
drive_above_1_share_pct = 10.0
finish.utilization_pct = 22.3
final_cell_mix = 18 x clkdlybuf4s50_1, 7 x edfxtp_1, 7 x a21oi_1

[timing]
rsz0062_at_grt = no
setup_ws_ps = 155
setup_viol_count_final = 0
fin_setup_tns_ps = 0
skew_ps = 0.656
final.period_utilization_pct = 91.4
hold_viol_final = 0
max_freq_mhz = 608
final-max-slew-violation-count = 0
holdWs_ps = 460
fin_crit_ps = 1640

[clock_network]
htreeDepth = 1
clockBufferDepth = 2
cts_hold_buf = 0
clock_sinks = 11
cts_inserted_buffers = 3
cts.root.buffer_cell = clkbuf_8
path_clk_slew_ps = 50
clock_latency_ps = 230
cts_tree = built

[flow_run]
tool_warnings = 64
drv_cap = 0

[status]
status = complete, no violations

[power_and_ir_drop]
p_leak_nw = 0.298
ir_worst_vdd_mv = 0.284
p_per_area_nw_per_um2 = 1280

[grt]
antenna_found_initial = 0
grt_first_pass_wirelength_um = 1880
grt-ovfl-total = 0
grt_pass1_vias = 413
grt_usage_pct = 3.65
grt_max_degree = 13

[hold_path]
min_path_type = reg2reg
[flip-flops by register name, summed over array words and instances (netlist names)]
| name | cells |
|---|---|
| PC | 6 |
| Z_temp | 1 |
| counter | 4 |
[report_power, final]
group / switching, W / total [W] / internal, W
registers: 0.0000746 / 0.000467 / 0.000392
logic: 0.000121 / 0.000347 / 0.000226
clock network: 0.0000797 / 0.000234 / 0.000154
total: 0.000276 / 0.00105 / 0.000772
[area by class of cell]
class	instances	area [µm²]	share of cell area, %
inverter	2	7.51	0.915
timing repair buffer	18	180	22.0
sequential	11	290	35.4
multi-input combinational	35	238	29.0
tap	48	60.1	7.32
clock buffer	4	45.0	5.49
[routing by layer]
metal  vias up  GRT usage [%]  routed length (µm)
li1        213              -                   -
met1       194           4.46                 509
met2        15           4.94                 482
met3         0           3.19                 227
met4         0          0.340                   0
met5         -              0                   0
[worst max-delay path: cells and delay by family]
kind            cells  cell delay (ps)
compound gates      3              560
buf+inv             1              430
simple gates        1              260
[cell usage after synthesis (3+ instances only)]
cell / count
a21oi_1: 7
a21oi_2: 3
dfxtp_1: 4
edfxtp_1: 7
ha_1: 3
nand2_1: 3
nor2_1: 3
[metrics by stage]
stage	std cells	total power (W)
3_3_place_gp	114	0.000804
3_5_place_dp	114	0.000824
5_1_grt	118	0.00113
2_1_floorplan	50	0.000623
6_report	118	0.00105
4_1_cts	118	0.00107
[worst paths after layout]
path	from	to	slack, ps	depth (start not counted)
max	literal[45]	PC[3]	160	5
min reg2reg	counter[0]	counter[0]	460	1
max reg2reg	Z_temp	PC[3]	380	4
min	counter[0]	counter[0]	460	1
[cell families after synthesis]
kind of cell | Yosys count | synth area share (%)
adders and majority gates | 3 | 6.91
other | 1 | 0.691
buffers and inverters | 4 | 4.38
AOI/OAI and AO/OA | 12 | 13.1
xor gates and xnor gates | 4 | 6.45
and+or+nand+nor | 15 | 15.0
DFF | 11 | 53.5
[what timing repair did]
| action | 4_1_cts | 5_1_grt |
|---|---|---|
| gates resized | 0 | 1 |
| endpoints found under the setup margin | 0 | 2 |
| buffers inserted | 0 | 0 |
No activity file was given, so power comes from the tool's default toggle rates.
