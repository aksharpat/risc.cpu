### flow/design.v
`timescale 1ns / 1ps
module alu(
    input [31:0] A,  
    input [31:0] B, 
    input clk,  
    input [4:0] opcode,  
    input Zin, 
    output reg [31:0] ALUout,   
    output reg Zflag 
    );
always @(*) begin
    case(opcode)
        5'b00001: begin  
            ALUout = B;
            Zflag = (ALUout == 0);  
        end
        5'b00010: begin  
            ALUout = A;
            Zflag = (ALUout == 0);  
        end
        5'b00011: begin  
            ALUout = A + B;
            Zflag= (ALUout == 0); 
        end
        5'b00100: begin  
            ALUout = A - B;
            Zflag= (ALUout == 0); 
        end
        5'b00101: begin  
            ALUout = A & B;
            Zflag= (ALUout == 0); 
        end
        5'b00110: begin  
            ALUout = A | B;
            Zflag= (ALUout == 0); 
        end
        5'b00111: begin  
            ALUout = A ^ B;
            Zflag= (ALUout == 0); 
        end
        5'b01000: begin  
            ALUout = ~B;
            Zflag= (ALUout == 0); 
        end
        5'b01001: begin  
            ALUout = A << B[4:0];
            Zflag= (ALUout == 0); 
        end
        5'b01010: begin  
            ALUout = A >> B[4:0];
            Zflag= (ALUout == 0); 
        end
        default: begin  
            ALUout = 32'b0;
            Zflag= 0;
        end
    endcase
end
endmodule
### flow/run.sh
#!/bin/bash
# OpenROAD 26Q1-2900-gdf79404cd8, Yosys 0.63+post, stock flow scripts
make -C /OpenROAD-flow-scripts/flow DESIGN_CONFIG=/design/flow/config.mk WORK_HOME=/design/flow/orfs finish
### flow/config.mk
export PLATFORM = sky130hd
export DESIGN_NAME = alu
export DESIGN_NICKNAME = alu
export VERILOG_FILES = /design/flow/design.v
export SDC_FILE = /design/flow/constraint.sdc
export NUM_CORES = 4
export LEC_CHECK = 1
export CORE_UTILIZATION = 30
### flow/constraint.sdc
current_design alu

set clk_period 7.8
set clk_io_pct 0.2

create_clock -name clk0 -period $clk_period

set non_clock_inputs [all_inputs -no_clocks]
set_input_delay [expr $clk_period * $clk_io_pct] -clock clk0 $non_clock_inputs
set_output_delay [expr $clk_period * $clk_io_pct] -clock clk0 [all_outputs]
==> metrics.yaml <==
cts.hold.buffers_added: 0
yosys.cell_types.count: 90
drt_iter0_markers: 1598
endpoint: "Zflag"
routed-via-count: 13800
floorplan_die_width_um: 190
drive_above_1_share_pct: 22.0
fp.dieArea_um2: 36100
finalWorstSetupSlack_ns: 0.123
critPathCaptureType: "output port"
grt_setup_unrepaired: "false"
synth.cell_area_um2: 10600
grt_remaining_overflow: 0
final-instance-count-excl-fill: 2152
layout.cells.most_common: "sky130_fd_sc_hd__buf_4"
layout-area-overhead-vs-synth_pct: 28.6
fp.coreArea_um2: 34700
irDropWorstVdd_mv: 0.0367
final_min_period_over_clock_period_pct: 98.4
synth.area.top_cells: "sky130_fd_sc_hd__mux4_2 14%, sky130_fd_sc_hd__ha_1 13%, sky130_fd_sc_hd__a21oi_1 6.5%"
report.power.total_uw: 1130
via_count_of_the_first_global_routing_pass: 13300
rows: 68
ys.warnings.count: 1
placedCellCount: 2150
reported_leakage_power_uw: 0.00552
layout_top_cells_excl_fill_tap: "242 x sky130_fd_sc_hd__buf_4, 152 x sky130_fd_sc_hd__nor2_1, 134 x sky130_fd_sc_hd__a21oi_1, 111 x sky130_fd_sc_hd__ha_1, 95 x sky130_fd_sc_hd__clkdlybuf4s50_1"
power-per-cell-area_nw_per_um2: 83.0
hold_path_class: "input pin to output port"
grt_antenna_before_repair: 1
critical_path.max_stage_delay_ns: 0.58
finalWorstPathRequiredPeriod_ns: 7.68
hold_slack_ns: 4.16
detailedRoute.firstPassIterationCount: 5
drtAntennaViolNets: 0
grt_max_degree: 65
route.detailed.drc: 0
synth.largest_area_cell: "sky130_fd_sc_hd__mux4_2"
floorplan.io_pins: 104
critical_path_arrival_ns: 6.12
max_slew_margin_pct: 36.4
routed_wire_length_per_instance_um: 30.2
synth.yosys.seq_area_share_pct: 0
yosys-stat-area_um2: 10600
timing.max_cap.violations: 0
timing_worst_setup_path_type: "input pin to output port"
buffer_ports.inserted: 102
core_util_floorplan_pct: 30.6
placement.setup.worst_slack_ns: -0.220
clockBufferCount: 0
gr-usage-all-layers_pct: 36.5
vias_per_cell: 6.39
yosys-stat-cells: 1486
post-dp-hpwl_um: 53100
critical_path.cell_chain: "clkdlybuf4s50_1 -> inv_1 -> ha_1 -> or4_4 -> or3_1 -> nor2_2 -> a221oi_4 -> buf_12 -> a211oi_2 -> buf_4 -> o311ai_2 -> or4_4 -> or4_1 -> o221ai_2 -> clkdlybuf4s50_1"
startpoint_of_the_most_critical_setup_path: "B[14]"
worst_ep_required_time_ns: 6.24
clock.fmax_mhz: 130
cell_internal_pwr_uw: 459
finalSetupViolCount: 0
run_status: "completed"
crit_path_start_kind: "input pin"
power.switching_fraction_pct: 59.5
tool_warnings: 116
area.sequential_um2: 0
hold_start: "B[4]"
timing_worst_slew_pin_value_ns: 0.948
slew_violations: 0
syn-instance-count: 1486
worst-path-max-fanout: 4
ff_count: 0
yosys.area.top_type_share_pct: 13.6
syn_avg_cell_area_um2: 7.14
gp_congestion: 1.04
worst_path_max_delay_cell: "sky130_fd_sc_hd__clkdlybuf4s50_1"
drt_wl_total_um: 65000
net_sw_power_uw: 674
wire_length_of_the_first_global_routing_pass_um: 93500
die_h_um: 190
timing.final.hold_violations: 0
layout make-up:
cell class                      instances  area [um^2]
Tap cell                              455          569
Timing Repair Buffer                  344         2840
Fill cell                            3671        21100
Antenna cell                            1         2.50
Multi-Input combinational cell       1255         9870
Inverter                               97          367
cells in the mapped netlist (35+ instances only):
cell type / number
sky130_fd_sc_hd__nor2_1: 152
sky130_fd_sc_hd__a21oi_1: 138
sky130_fd_sc_hd__ha_1: 114
sky130_fd_sc_hd__clkbuf_1: 99
sky130_fd_sc_hd__o21ai_0: 94
sky130_fd_sc_hd__nand2_1: 93
sky130_fd_sc_hd__inv_1: 85
sky130_fd_sc_hd__mux4_2: 64
sky130_fd_sc_hd__mux2i_1: 53
sky130_fd_sc_hd__xnor2_1: 44
sky130_fd_sc_hd__nand4_1: 41
sky130_fd_sc_hd__nor4_1: 35
critical path, delay by kind of cell:
family	cells	cell delay, ns
buffers and inverters	5	1.50
adder cells (fa/ha/maj)	1	0.35
AND/OR/NAND/NOR	5	2.05
AND-OR/OR-AND	4	0.67
power groups by stage:
stage / combinational, uW / sequential [uW] / clock (uW)
5_1_grt: 1190 / 0 / 0
4_1_cts: 1090 / 0 / 0
routing by layer:
metal  up-vias  GRT usage (%)  part of all wire [%]
met1      6751           52.0                    43
met4         0           11.3                   3.9
met5         -              0                     0
met3       123           6.01                   8.3
met2       734           56.8                    45
li1       6148              -                     -
worst min-delay path by stage:
stage | endpoint | slack (ns) | cells past startpoint
after global routing | ALUout[4] | 4.19 | 5
after CTS | ALUout[4] | 4.15 | 5
final | ALUout[4] | 4.16 | 5
cells by family after synthesis:
group	share of synthesized area, %
multiplexers	18.8
AND-OR/OR-AND	34.6
buffers and inverters	8.56
XOR/XNOR	4.04
AND/OR/NAND/NOR	20.2
adder cells (fa/ha/maj)	13.8
stage by stage:
step	util, %	area (um^2)	TNS [ns]
after global routing	39.3	13700	0
after detailed placement	38.9	13500	-0.220
after floorplan	-	10600	0
after CTS	39.0	13500	0
after global placement	38.9	13500	-0.208
final	39.3	13700	0
what timing repair did:
item,4_1_cts,5_1_grt
endpoints found under the setup margin,1,1
setup buffers,0,1
resized,7,26
pin swaps,3,9
Power figures rest on the tool's default switching activity, not on a simulated workload.
